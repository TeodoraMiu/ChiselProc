**design/flow/config.mk**
```make
export PLATFORM = sky130hd
export DESIGN_NAME = ALU
export DESIGN_NICKNAME = ALU
export VERILOG_FILES = /design/flow/design.v
export SDC_FILE = /design/flow/constraint.sdc
export NUM_CORES = 4
export LEC_CHECK = 1
export CORE_UTILIZATION = 40
```
**design/flow/design.v**
```verilog
module ALU(
  input        clock,
  input        reset,
  input        io_op1Load,
  input        io_op2Load,
  input        io_addSig,
  input        io_subSig,
  input        io_divSig,
  input        io_mulSig,
  input        io_modSig,
  input        io_incSig,
  input        io_decSig,
  input  [7:0] io_op1In,
  input  [7:0] io_op2In,
  output [7:0] io_resultOut,
  output       io_zeroFlag,
  output       io_carryFlag
);
  reg [7:0] op1Reg;  
  reg [7:0] op2Reg;  
  reg [7:0] resultReg;  
  reg  zeroFlagReg;  
  wire [7:0] _resultReg_T_1 = op1Reg + op2Reg;  
  wire [7:0] _GEN_2 = io_addSig ? _resultReg_T_1 : resultReg;  
  wire [7:0] _resultReg_T_3 = op1Reg - op2Reg;  
  wire [7:0] _GEN_3 = io_subSig ? _resultReg_T_3 : _GEN_2;  
  wire [15:0] _resultReg_T_4 = op1Reg * op2Reg;  
  wire [15:0] _GEN_4 = io_mulSig ? _resultReg_T_4 : {{8'd0}, _GEN_3};  
  wire [7:0] _resultReg_T_5 = op1Reg / op2Reg;  
  wire [15:0] _GEN_5 = io_divSig ? {{8'd0}, _resultReg_T_5} : _GEN_4;  
  wire [7:0] _resultReg_T_6 = op1Reg % op2Reg;  
  wire [15:0] _GEN_6 = io_modSig ? {{8'd0}, _resultReg_T_6} : _GEN_5;  
  wire [7:0] _resultReg_T_8 = op1Reg + 8'h1;  
  wire [15:0] _GEN_7 = io_incSig ? {{8'd0}, _resultReg_T_8} : _GEN_6;  
  wire [7:0] _resultReg_T_10 = op1Reg - 8'h1;  
  wire [15:0] _GEN_8 = io_decSig ? {{8'd0}, _resultReg_T_10} : _GEN_7;  
  wire  _T_2 = resultReg == 8'h0 | op1Reg == op2Reg;  
  wire [15:0] _GEN_10 = reset ? 16'h0 : _GEN_8;  
  assign io_resultOut = resultReg;  
  assign io_zeroFlag = zeroFlagReg;  
  assign io_carryFlag = 1'h0;  
  always @(posedge clock) begin
    if (reset) begin  
      op1Reg <= 8'h0;  
    end else if (io_op1Load) begin  
      op1Reg <= io_op1In;  
    end
    if (reset) begin  
      op2Reg <= 8'h0;  
    end else if (io_op2Load) begin  
      op2Reg <= io_op2In;  
    end
    resultReg <= _GEN_10[7:0];  
    if (reset) begin  
      zeroFlagReg <= 1'h0;  
    end else begin
      zeroFlagReg <= _T_2;
    end
  end
endmodule
```
**design/flow/run.sh**
```bash
#!/bin/bash
# OpenROAD 26Q1-2900-gdf79404cd8, Yosys 0.63+post, stock flow scripts
make -C /OpenROAD-flow-scripts/flow DESIGN_CONFIG=/design/flow/config.mk WORK_HOME=/design/flow/orfs finish
```
**design/flow/constraint.sdc**
```tcl
current_design ALU

set clk_period 12.4
set clk_io_pct 0.2

create_clock -name clk0 -period $clk_period [get_ports {clock}]

set non_clock_inputs [all_inputs -no_clocks]
set_input_delay [expr $clk_period * $clk_io_pct] -clock clk0 $non_clock_inputs
set_output_delay [expr $clk_period * $clk_io_pct] -clock clk0 [all_outputs]
```
==> notes.md <==
run results: run status=finished clean, CTS buffer count=3, Hold Violations, Final=0, Top cell area share=0.1859, CP max FO=14, startpoint types=flip-flop, Main logic family=adder cells, clk sinks=25, R2R depth=48, Routed WL=14.31 mm, DP HPWL=11.34 mm, relative slew slack=0.4745, power density over the cells=308.3 mW/mm2, slowest library cell on the worst path=dfxtp_1, maxcap violations=0, adder share=0.2479, Post-synth EDFFs=0, antenna violations before repair=0, Tightest Pin Transition=0.7683 ns, layout cell share with drive strength beyond 1=0.05216, most common library cells after synthesis=72 x ha_1, 71 x nor2_1, 55 x inv_1, metal1 wirelength=6.720 mm, Core Util at FP=0.4173, via count=4733, Synth Area per Inst=7.421 um2, DR top layer=met4, Gate Area=0.004031 mm2, GP Congestion=0.9594, CTS max path bufs=2, Simple Share, Synth=0.2017, Tool Warnings=38, Root Driver=clkbuf_16, clk ins delay skew pair=0.26 ns, yosys xor share=0.08495, CP required=12.55 ns, most frequent cell after synthesis=ha_1, Sum Neg Setup Slack=0 ns, Distinct cells, synth=65, RSZ-0062 raised after global routing=false, GRT overflow=0, Synth mux share=0.05990, number of global-route vias before repair=4406, Max Fclk=0.08697 GHz, ys cells=653, ANT nets after route=0, H-tree levels=1, chip width=112.1 um, IO buf count=35, Worst Clk Skew=0.005325 ns, most frequent CP cell=ha_1, P&R area growth vs syn=12.81%, Final Setup Violations=0, FP Rows=39, die area=0.01256 mm2, HP Class=reg2reg, # fillers=1149, yosys aoi share=0.2295, CP max stage delay=0.56 ns, yosys stat chip area=0.004846 mm2, Peak VDD IR=236.6 uV, DR WL/cell=17.57 um, Setup crit end kind=flip-flop, top cells by area=ha_1 19%, dfxtp_1 10%, fa_1 6.2%, nor2_1 5.5%, xnor2_1 5.1%, sequential fraction of the synthesis area=0.1033, largest net degree at the start of global routing=27, hold-critical path depth=2, Power, Total=1.685 mW, Data arrival, critical path=11.65 ns, DRC Markers=0, total of warnings raised by yosys=1, cells after synthesis=653, clock-pin slew on the worst setup and hold paths=0.07 ns, vias per std cell=5.814, ys flops=25, Critical Setup Path Class=reg2reg, FF/Latch Area=500.5 um2, first-pass GRT wire length=23.29 mm, largest area contributor in the netlist=ha_1, Async SR Flop Fraction=0, met3 WL post-DR=954 um, CORE AREA=0.01161 mm2, Slew Viols, Final=0, routed wl met2=6.374 mm, Die Ht=112.1 um, CTS tree=yes, first-pass iteration count of the detailed router=5, final cycle utilization of the critical path=0.9273, mapped cell area=0.004846 mm2, First DRT Iteration DRCs=344, Hold Buf Count CTS=0, Static Leak=2.455 nW, ANT cells=0, gr usage total=0.2391, # IOs=37, ys flop type=dfxtp_1, final hold slack=0.4915 ns, min Tclk post-route=11.50 ns, setup bufs post-CTS=0
worst paths after layout:
path | endpoint | startpoint | slack, ns
worst max-delay path | resultReg[4] | op2Reg[0] | 0.90
worst min-delay path | resultReg[0] | resultReg[0] | 0.49
worst max register to register | resultReg[4] | op2Reg[0] | 0.90
worst min register to register | resultReg[0] | resultReg[0] | 0.49
placed cells by master, fill, tap and decap left out, types with 19 or more instances in the layout:
cell type,instances
clkdlybuf4s50_1,35
nor3_1,21
mux2i_1,23
o21ai_0,28
xor2_1,19
nand2_1,51
nor2_1,71
ha_1,72
inv_1,55
dfxtp_1,25
xnor2_1,28
a21oi_1,34
layout make-up:
cell class	count	share of cell area
multi-input combinational	536	0.7375
sequential	25	0.09155
tap	143	0.03273
timing repair buffer	50	0.08469
clock inverter	1	0.001373
inverter	56	0.03845
clock buffer	3	0.01373
power breakdown:
| group | total (mW) | switching [mW] | internal, mW |
|---|---|---|---|
| clock | 0.0748 | 0.0309 | 0.0439 |
| combinational | 1.50 | 0.824 | 0.677 |
| sequential | 0.110 | 0.0153 | 0.0944 |
| total | 1.69 | 0.870 | 0.815 |
registers in the layout, indices dropped and copies added, names as in the netlist:
signal / cells
op1Reg: 8
op2Reg: 8
resultReg: 8
zeroFlagReg: 1
stage by stage:
stage,std cells,setup slack (ns),cell area [um2],util
floorplan,653,1.188,4846,-
global placement,810,1.028,5349,0.4606
detailed placement,810,0.7218,5349,0.4606
CTS,814,0.6805,5431,0.4677
global route,814,0.02445,5466,0.4707
finish,814,0.9016,5466,0.4707
cell families after synthesis:
logic type,count (synthesis)
AND/OR/NAND/NOR,209
AND-OR/OR-AND,164
buffers and inverters,92
adder cells (fa/ha/maj),87
XOR/XNOR,47
multiplexers,28
flip-flops,25
other,1
metal layers:
metal  up-vias  global-route usage
met5         -                   0
met4         0             0.04089
met3        22             0.03797
met2       150              0.3689
met1      2207              0.3622
li1       2354                   -
critical path, delay by kind of cell (launching register included):
| kind | cells | cell delay [ns] |
|---|---|---|
| buffers and inverters | 6 | 0.98 |
| flip-flops | 1 | 0.56 |
| adder cells (fa/ha/maj) | 8 | 2.49 |
| AND-OR/OR-AND | 23 | 4.57 |
| AND/OR/NAND/NOR | 8 | 1.87 |
| multiplexers | 3 | 0.91 |
timing repair:
action	CTS	global route
endpoints found under the hold margin	0	0
resized	0	6
endpoints found under the setup margin	0	8
No activity file was given, so power comes from the tool's default toggle rates.
