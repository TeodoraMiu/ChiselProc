$ cat ./design.v
module RAM(
  input        clock,
  input        reset,
  input        io_writeEn,
  input  [7:0] io_addrIn,
  input  [7:0] io_dataIn,
  output [7:0] io_dataOut
);
  reg [7:0] mem [0:255];  
  wire  mem_io_dataOut_MPORT_en;  
  wire [7:0] mem_io_dataOut_MPORT_addr;  
  wire [7:0] mem_io_dataOut_MPORT_data;  
  wire [7:0] mem_MPORT_data;  
  wire [7:0] mem_MPORT_addr;  
  wire  mem_MPORT_mask;  
  wire  mem_MPORT_en;  
  reg  mem_io_dataOut_MPORT_en_pipe_0;
  reg [7:0] mem_io_dataOut_MPORT_addr_pipe_0;
  assign mem_io_dataOut_MPORT_en = mem_io_dataOut_MPORT_en_pipe_0;
  assign mem_io_dataOut_MPORT_addr = mem_io_dataOut_MPORT_addr_pipe_0;
  assign mem_io_dataOut_MPORT_data = mem[mem_io_dataOut_MPORT_addr];  
  assign mem_MPORT_data = io_dataIn;
  assign mem_MPORT_addr = io_addrIn;
  assign mem_MPORT_mask = 1'h1;
  assign mem_MPORT_en = io_writeEn;
  assign io_dataOut = mem_io_dataOut_MPORT_data;  
  always @(posedge clock) begin
    if (mem_MPORT_en & mem_MPORT_mask) begin
      mem[mem_MPORT_addr] <= mem_MPORT_data;  
    end
    mem_io_dataOut_MPORT_en_pipe_0 <= 1'h1;
    if (1'h1) begin
      mem_io_dataOut_MPORT_addr_pipe_0 <= io_addrIn;
    end
  end
  integer initvar;
endmodule
$ cat ./run.sh
#!/bin/bash
# OpenROAD 26Q1-2900-gdf79404cd8, Yosys 0.63+post, stock flow scripts
make -C /OpenROAD-flow-scripts/flow DESIGN_CONFIG=/design/flow/config.mk WORK_HOME=/design/flow/orfs finish
$ cat ./config.mk
export PLATFORM = sky130hd
export DESIGN_NAME = RAM
export DESIGN_NICKNAME = RAM
export VERILOG_FILES = /design/flow/design.v
export SDC_FILE = /design/flow/constraint.sdc
export NUM_CORES = 4
export LEC_CHECK = 1
export CORE_UTILIZATION = 30
$ cat ./constraint.sdc
current_design RAM

set clk_period 69.8
set clk_io_pct 0.2

create_clock -name clk0 -period $clk_period [get_ports {clock}]

set non_clock_inputs [all_inputs -no_clocks]
set_input_delay [expr $clk_period * $clk_io_pct] -clock clk0 $non_clock_inputs
set_output_delay [expr $clk_period * $clk_io_pct] -clock clk0 [all_outputs]
==> GITHUB_STEP_SUMMARY <==
### Flow metrics

| Metric | Value |
|---|---|
| Largest net degree at the start of global routing | `about 110` |
| Pint | `a little over 0.002 W` |
| Layout Utilization | `roughly 34%` |
| Ys cells | `3733` |
| Min Tclk post-route | `22.27 ns` |
| Fillers | `24168` |
| Final worst slack | `47.53 ns` |
| Leading registers by flop count | `mem x2048` |
| Detailed-route via count | `37749` |
| Yosys warns | `1` |
| Core Area | `263000 um2` |
| Outcome | `finished, final reports clean` |
| Die H | `517 um` |
| Resized cells post-CTS | `0` |
| Detailed Place HPWL | `116000 um` |
| Cts hold-fix bufs | `0` |
| PortBufs | `25` |
| Sequential share of power | `between 50% and 60%` |
| Crit path max fanout | `36` |
| Synthesized registers | `2056` |
| Max reg flops | `slightly above 2000` |
| Vias/cell | `4.99` |
| # IOs | `27` |
| OpenROAD warnings | `30` |
| Grt ovf | `0` |
| Final setup fails | `0` |
| Synthesized area | `79600 um2` |
| Switch Pwr | `0.000539 W` |
| Layout Area Growth over Synthesis | `14.0%` |
| Pre-Place Util | `30.3%` |
| Wirelength, routed | `around 190000 um` |
| Max Freq | `0.0449 GHz` |
| Avg Cell Area, Syn | `around 21 um2` |
| Flip-flops with a built-in enable | `2048` |
| Crit path launch type | `register` |
| Distinct lib cells used | `55` |
| # DRC | `0` |
| Worst Hold Class | `input port to register` |
| Layout cell share with drive strength beyond 1 | `a little under a quarter` |
| Logic gate share of total power | `4.7%` |
| H-tree levels | `4` |
| Ys async rst share | `0%` |
| Setup CP Type | `register to output pin` |
| Critical path data required time | `55.84 ns` |
| Peak VDD IR | `approximately 0.026 mV` |
| Max-slew violations | `0` |
| CTS tree | `done` |
| Slew margin rel. | `28.3%` |
| Final Hold Violation Tally | `0` |
| Worst Max-Slew Pin Slew | `1.07 ns` |
| DRT Pass-1 Iters | `7` |
| All-Layer GR Usage | `15.4%` |
| Leakage | `27.4 nW` |
| Place WS | `48.12 ns` |
| Clock sinks | `around 2000` |
| Power Density | `28.2 nW/um2` |
| Register share after synthesis | `77.5%` |
| Chip area | `267000 um2` |
| Setup Buffers After CTS | `0` |
| Iteration-0 DRC Markers | `2631` |
| HP Start | `io_dataIn[1]` |
| Synthesized instance count | `about 3700` |
| Clock buffer count from CTS | `202` |
| Setup TNS | `0 ns` |
| CP Capture Type | `output pin` |
| Antenna violations before repair | `5` |
| Clk pwr share | `42.0%` |
| Switching Fraction | `21.1%` |
| Top reg by flops | `mem` |
| Number of global-route vias before repair | `41709` |
| Most used flip-flop cell | `edfxtp_1` |
| RSZ-0062 raised after global routing | `no` |
| Chip Width | `517 um` |
| DRT antenna net count | `0` |
| Clk slew on worst S/H paths | `0.06 ns` |
| Clock Tree Buf Depth | `3` |
| Fraction of the cycle the final worst path needs | `around a third` |
| Max Cap Viol | `0` |
| Row Count | `188` |
| Clock Root Buffer | `clkbuf_16` |
| GP Congestion | `a little under 0.9` |
| CP arrival | `about 8.3 ns` |
| DR WL/cell | `25.0 um` |
| Yosys chip area | `79600 um2` |
| First-pass GRT wire length | `approximately 280000 um` |
==> path summary, 6_finish.rpt <==
kind,cells after the start,end
worst max-delay path,13,io_dataOut[7]
worst min-delay path,1,mem[83][1]
==> cells in the mapped netlist (all sizes together), types with 27 or more instances <==
cell,count,share of area (%)
a22oi,133,1.3
nor4,27,0.24
nand2,33,0.16
buf,122,1.3
nor2b,31,0.24
a21oi,96,0.60
nor2,282,1.3
clkbuf,111,0.52
o22ai,28,0.22
mux4,456,13
mux2i,134,1.7
o221ai,47,0.53
edfxtp,2048,77
nand3,34,0.21
==> worst max-delay path, stage by stage, from the launching register on <==
cell	delay [ns]
dfxtp_4	0.69
buf_4	0.64
buf_4	0.62
buf_4	0.65
buf_4	0.56
buf_4	0.65
buf_4	0.67
mux4_2	0.61
a22oi_1	0.39
a21oi_1	0.26
nor4_1	0.80
nor4_1	0.15
buf_4	0.21
clkdlybuf4s50_1	0.40
==> cell type report <==
class	instances	area, um2	share of cell area, %
diodes	3	7.51	0.00828
clock buffers	252	5310	5.85
clock inverters	123	1280	1.41
inverters	2	7.51	0.00828
multi-input cells	1442	16500	18.2
flip-flops and latches	2056	61700	68.0
well taps	3515	4400	4.85
repair buffers	179	1510	1.66
==> stage by stage <==
step           power, W  instance area [um2]  hold slack (ns)  cells
5_1_grt         0.00263                90700            13.50   7570
3_3_place_gp    0.00151                84100            14.36   7194
3_5_place_dp    0.00151                84100            14.37   7194
6_report        0.00256                90700            13.53   7572
4_1_cts         0.00258                90700            13.47   7569
2_1_floorplan   0.00145                79600            13.99   3733
==> cell families (layout without fill, tap and decap cells) <==
logic type / after synthesis / in the layout / synth area share (%)
DFF: 2056 / 2056 / 77.5
muxes: 591 / 591 / 14.6
and+or+nand+nor: 466 / 466 / 2.63
AOI/OAI and AO/OA: 385 / 385 / 3.42
buffers and inverters: 235 / 556 / 1.83
other: 0 / 3 / 0
==> cell usage in the layout, fill, tap and decap left out, types with 28 or more instances in the layout <==
master     Yosys  layout
buf_4         27     149
clkinv_2       0      32
o221ai_1      46      46
nand3_1       34      34
nand2_1       33      33
mux2i_1      134     134
mux4_2       454     454
a21oi_1       96      96
clkinv_1       1      54
edfxtp_1    2048    2048
nor2b_1       31      28
a22oi_1      133     133
clkbuf_1     111      47
clkbuf_16      0     205
o22ai_1       28      28
nor2_1       282     279
==> power by group through the flow <==
stage	Clock (W)	Sequential, W	Combinational (W)
after CTS	0.00109	0.00136	0.000121
final	0.00107	0.00136	0.000119
after global routing	0.00114	0.00136	0.000129
==> routing by layer <==
| metal | wire, um | global-route usage (%) | part of all wire, % |
|---|---|---|---|
| met4 | 5630 | 3.75 | 3.0 |
| met1 | 64900 | 18.1 | 34 |
| met5 | 243 | 0.595 | 0.13 |
| met3 | 29200 | 10.9 | 15 |
| met2 | 89400 | 23.1 | 47 |
Power figures rest on the tool's default switching activity, not on a simulated workload.
