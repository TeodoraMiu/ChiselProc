==> design.v <==
module StackPointer(
  input        clock,
  input        reset,
  input        io_spDec,
  input        io_spInc,
  output [7:0] io_spOut
);
  reg [7:0] spReg;  
  wire [7:0] _spReg_T_1 = spReg - 8'h1;  
  wire [7:0] _GEN_0 = io_spDec ? _spReg_T_1 : spReg;  
  wire  _T = spReg < 8'hff;  
  wire [7:0] _spReg_T_3 = spReg + 8'h1;  
  assign io_spOut = spReg;  
  always @(posedge clock) begin
    if (reset) begin  
      spReg <= 8'hff;  
    end else if (io_spInc) begin  
      if (spReg < 8'hff) begin  
        spReg <= _spReg_T_3;  
      end else begin
        spReg <= _GEN_0;
      end
    end else begin
      spReg <= _GEN_0;
    end
  end
endmodule
==> run.sh <==
#!/bin/bash
# OpenROAD 26Q1-2900-gdf79404cd8, Yosys 0.63+post, stock flow scripts
make -C /OpenROAD-flow-scripts/flow DESIGN_CONFIG=/design/flow/config.mk WORK_HOME=/design/flow/orfs finish
==> config.mk <==
export PLATFORM = sky130hd
export DESIGN_NAME = StackPointer
export DESIGN_NICKNAME = StackPointer
export VERILOG_FILES = /design/flow/design.v
export SDC_FILE = /design/flow/constraint.sdc
export NUM_CORES = 4
export LEC_CHECK = 1
export CORE_AREA = 10 10 80 80
export DIE_AREA = 0 0 90 90
==> constraint.sdc <==
current_design StackPointer

set clk_period 3.2
set clk_io_pct 0.2

create_clock -name clk0 -period $clk_period [get_ports {clock}]

set non_clock_inputs [all_inputs -no_clocks]
set_input_delay [expr $clk_period * $clk_io_pct] -clock clk0 $non_clock_inputs
set_output_delay [expr $clk_period * $clk_io_pct] -clock clk0 [all_outputs]
==> CHANGELOG.md <==
### Metrics

- Max Clock Freq: 507.4 MHz
- Detailed router's first-iteration violation count: 16
- Maximum clock skew at final layout: 0.001296 ns
- Number of warnings reported in the yosys synthesis log: 1
- Final hold violation count: 0
- Latest clock arrival within the worst-skew pair: 0.22 ns
- Number of H-tree levels: 1
- Power density of the placed cells: 746.1 nW/um^2
- Largest registers: spReg: 8 flops
- Post-route non-filler standard cell count: 146
- Kind of start point of the critical path: input pin
- Yosys cell types: 29
- Post-Syn Area per Cell: 8.142 um^2
- Fill cell count: 529
- Total routed wirelength: 1437 um
- Total iterations of the first detailed-routing run: 4
- Maximum number of pins on one net before global-route repair: 13
- Area of the chip: 8100 um^2
- Total standard cell area after synthesis: 545.5 um^2
- Number of setup violations in the final report: 0
- Element type at the critical path end: flip-flop
- Required time of the worst setup path: 3.32 ns
- Total non-filler cell area in the finished layout: 772.0 um^2
- Number of enable-type register cells in the synthesized netlist: 0
- Final critical delay including setup and external delays: 1.971 ns
- Final worst slack: 1.229 ns
- Result of the run: complete, no violations
- OpenROAD warnings: 26
- Worst Hold Path Cells: 2
- Fraction of layout cells with a size suffix above 1: 10.13%
- Final tally of max-slew violations: 0
- CTS Hold Buffers Added: 0
- Top area cell types: dfxtp_1, mux2i_1, nor2_1
- Via Count: 520
- Post-Place Cells: 143
- Seq share, synth: 29.36%
- Io pins: 12
- Class of the worst hold path: reg -> reg
- Final HPWL from detailed placement: 1103 um
- Cell accounting for the most synthesized area: dfxtp_1
- Vert. Die Dim: 90 um
- Overall track demand over capacity in global routing: 3.590%
- Placeable core region: 4723 um^2
- Number of CTS-inserted buffers: 3
- Transition time at the pin with the least slew margin: 0.4147 ns
- CTS tree: built
- Top cells by count: dfxtp_1, nor2_1, inv_1, mux2i_1
- Number of resized instances in the post-cts repair step: 0
- Ant diodes: 0
- Setup slack after placement: 1.015 ns
- DR vias/cell: 3.562
- Routed wirelength normalized by instance count: 9.842 um
- Number of setup buffers added after CTS: 0
- Fraction of registers with async set/reset: 0%
- Largest fanout on the critical path: 11
- Residual overflow from global routing: 0
- Cell chosen for the clock root: clkbuf_8
- Max Root-Sink Buffers: 2
- CP Data Arrival Time: 2.09 ns
- Biggest register: spReg
- Number of cells in the yosys synthesis report: 67
- Area of placed instances: 730.7 um^2
- Mapped Cells: 67
- FP Util: 11.55%
- Number of core rows: 25
- Total power of the final layout: 0.5760 mW
- Initial antenna violation count: 0
- Via count of the first global-routing pass: 511
- Final sum of negative setup slack: 0 ns
- Final weighted congestion in routability-driven placement: 0.8825
- Top cell type's share of synthesized area: 29.36%
- Port bufs: 11
- Chip width: 90 um
- Most frequent cell after synthesis: dfxtp_1
- Final core utilization: 16.34%
- Static Leakage: 0.3228 nW
- Worst reg-to-reg path cell count: 5
- Remaining DRCs: 0
- Worst IR drop on VDD: 153.4 uV
- Synthesized chip area reported by yosys: 545.5 um^2
- Number of flip-flops in the largest register: 8
- Hold WS: 0.5979 ns
- Residual antenna-violating net count after detailed routing: 0
- Count of state elements after synthesis: 8
- Final clock period utilization by the worst path: 61.58%
- CTS sink cnt: 8
- Setup repair after global routing missed its margin: false
- Worst relative slew slack: 72.27%
- Primary flip-flop cell chosen by synthesis mapping: dfxtp_1
- Area growth from synthesis to layout: 41.51%
- First-pass GRT wire length: 2484 um
- Clock transition time at the flip-flop clock pins of the worst setup and hold paths: 0.04 ns
- Count of maximum capacitance violations: 0
- Setup CP Type: in -> reg
layer usage:
layer  global-route usage [%]  up-vias  part of all wire (%)
li1                         -      274                     -
met1                    4.387      234                    46
met2                    5.630       10                    45
met3                    1.760        2                   7.6
met4                   0.6631        0                   1.5
met5                        0        -                     0
cell usage in the layout (no fill, tap or decap), drive strengths merged, types with 2 or more instances in the layout:
cell type / netlist / layout
a21oi: 2 / 2
clkbuf: 1 / 3
clkdlybuf4s50: 0 / 11
dfxtp: 8 / 8
ha: 2 / 2
inv: 5 / 5
mux2i: 5 / 5
nand2: 4 / 4
nand3: 4 / 4
nand4: 2 / 2
nor2: 7 / 7
nor2b: 3 / 3
nor4: 3 / 3
o21ai: 5 / 5
o21bai: 2 / 2
o32ai: 2 / 2
worst paths after layout:
kind                                           from                   to  slack (ns)
worst max-delay path                       io_spInc  spReg[7]$_SDFF_PP1_        1.23
worst min-delay path            spReg[7]$_SDFF_PP1_  spReg[7]$_SDFF_PP1_        0.60
worst max register to register  spReg[0]$_SDFF_PP1_  spReg[4]$_SDFF_PP1_        1.58
worst min register to register  spReg[7]$_SDFF_PP1_  spReg[7]$_SDFF_PP1_        0.60
area by class of cell:
cell class                      instances  area [um^2]  share of cell area [%]
Sequential cell                         8        160.2                   20.75
Clock buffer                            3        41.29                   5.348
Inverter                                5        18.77                   2.431
Multi-Input combinational cell         52        357.8                   46.35
Timing Repair Buffer                   11        110.1                   14.26
Tap cell                               67        83.83                   10.86
kinds of logic after synthesis:
group	Yosys count	synth area share, %
AND/OR/NAND/NOR	28	30.28
multiplexers	5	9.175
AND-OR/OR-AND	17	21.56
buffers and inverters	7	5.045
adder cells (fa/ha/maj)	2	4.586
flip-flops	8	29.36
where the power goes:
part,internal (mW),switching [mW]
clock,0.0813,0.0372
sequential,0.134,0.0618
combinational,0.147,0.115
total,0.362,0.214
critical path: stages:
cell and delay [ns]:
clkdlybuf4s50_1 0.61, nand3_1 0.20, nor2_1 0.07, a311o_2 0.38, a21o_1 0.17
No activity file was given, so power comes from the tool's default toggle rates.
